<file path="/design/flow/config.mk">
export PLATFORM = sky130hd
export DESIGN_NAME = VGA_Stage1_Top
export DESIGN_NICKNAME = VGA_Stage1_Top
export VERILOG_FILES = /design/flow/design.v
export SDC_FILE = /design/flow/constraint.sdc
export NUM_CORES = 4
export LEC_CHECK = 1
export CORE_UTILIZATION = 40
</file>
<file path="/design/flow/constraint.sdc">
current_design VGA_Stage1_Top

set clk_period 3.8
set clk_io_pct 0.2

create_clock -name clk0 -period $clk_period [get_ports {clk}]

set non_clock_inputs [all_inputs -no_clocks]
set_input_delay [expr $clk_period * $clk_io_pct] -clock clk0 $non_clock_inputs
set_output_delay [expr $clk_period * $clk_io_pct] -clock clk0 [all_outputs]
</file>
<file path="/design/flow/design.v">
module VGA_Controller(
    input  logic pixelClk,                      
    input  logic rst,                           
    output logic [$clog2(640)-1:0] xPos,        
    output logic [$clog2(480)-1:0] yPos,        
    output logic pixelActive,                   
    output logic hSync,                         
    output logic vSync                          
);
    logic [$clog2(800)-1:0] hCount;
    logic [$clog2(525)-1:0] vCount;
    logic endOfLine;
    VGA_HCounter hCounter(
        .pixelClk(pixelClk),
        .rst(rst),
        .hCount(hCount),
        .endOfLine(endOfLine)
    );
    VGA_VCounter vCounter(
        .pixelClk(pixelClk),
        .rst(rst),
        .enable(endOfLine),
        .vCount(vCount)
    );
    VGA_HSyncGenerator hSyncGen(
        .hCount(hCount),
        .hSync(hSync)
    );
    VGA_VSyncGenerator vSyncGen(
        .vCount(vCount),
        .vSync(vSync)
    );
    VGA_PixelGenerator pixelGen(
        .hCount(hCount),
        .vCount(vCount),
        .xPos(xPos),
        .yPos(yPos),
        .pixelActive(pixelActive)
    );
endmodule
module VGA_HCounter(
    input  logic pixelClk,                 
    input  logic rst,                      
    output logic [$clog2(800)-1:0] hCount, 
    output logic endOfLine                 
);
    localparam H_TOTAL = 800;  
    always_ff @(posedge pixelClk or posedge rst) begin
        if (rst) begin
            hCount <= 0;
        end else begin
            if (hCount == H_TOTAL - 1)
                hCount <= 0;
            else
                hCount <= hCount + 1;
        end
    end
    assign endOfLine = (hCount == H_TOTAL - 1);
endmodule
module VGA_HSyncGenerator(
    input  logic [$clog2(800)-1:0] hCount,  
    output logic hSync                      
);
    localparam H_ACTIVE       = 640;
    localparam H_FRONT_PORCH  = 16;
    localparam H_SYNC_PULSE   = 96;
    assign hSync = ~((hCount >= (H_ACTIVE + H_FRONT_PORCH)) && 
                    (hCount < (H_ACTIVE + H_FRONT_PORCH + H_SYNC_PULSE)));
endmodule
module VGA_PixelClock(
    input  logic clk,      
    input  logic rst,      
    output logic pixelClk  
);
    logic [1:0] counter;
    always_ff @(posedge clk or posedge rst) begin
        if (rst) begin
            counter <= 0;
            pixelClk <= 0;
        end else begin
            if (counter == 2'd1) begin
                pixelClk <= ~pixelClk;  
                counter <= 0;
            end else begin
                counter <= counter + 1;
            end
        end
    end
endmodule
module VGA_PixelGenerator(
    input  logic [$clog2(800)-1:0] hCount,      
    input  logic [$clog2(525)-1:0] vCount,      
    output logic [$clog2(640)-1:0] xPos,        
    output logic [$clog2(480)-1:0] yPos,        
    output logic pixelActive                    
);
    localparam H_ACTIVE = 640;
    localparam V_ACTIVE = 480;
    assign pixelActive = (hCount < H_ACTIVE) && (vCount < V_ACTIVE);
    assign xPos = pixelActive ? hCount : 0;
    assign yPos = pixelActive ? vCount : 0;
endmodule
module VGA_ScrollController(
    input  logic clk,                           
    input  logic rst,                           
    input  logic [3:0] buttons,                 
    input  logic [$clog2(640)-1:0] xPosIn,      
    input  logic [$clog2(480)-1:0] yPosIn,      
    output logic [$clog2(640)-1:0] xPosOut,     
    output logic [$clog2(480)-1:0] yPosOut      
);
    localparam H_ACTIVE = 640;
    localparam V_ACTIVE = 480;
    logic [$clog2(H_ACTIVE)-1:0] xOffset;
    logic [$clog2(V_ACTIVE)-1:0] yOffset;
    localparam SCROLL_SPEED_DIV = 23;   
    logic [23:0] scrollTimer;           
    logic [1:0] scrollDirection;        
    logic btnUp, btnDown, btnLeft, btnRight;
    assign {btnUp, btnDown, btnLeft, btnRight} = buttons;
    always_ff @(posedge clk or posedge rst) begin
        if (rst) begin
            scrollDirection <= 2'b00;   
        end else begin
            if (btnUp)
                scrollDirection <= 2'b01;   
            else if (btnDown)
                scrollDirection <= 2'b10;   
            else if (btnLeft)
                scrollDirection <= 2'b11;   
            else if (btnRight)
                scrollDirection <= 2'b00;   
        end
    end
    always_ff @(posedge clk or posedge rst) begin
        if (rst) begin
            scrollTimer <= 0;
            xOffset <= 0;
            yOffset <= 0;
        end else begin
            scrollTimer <= scrollTimer + 1;
            if (scrollTimer[SCROLL_SPEED_DIV]) begin
                scrollTimer <= 0;
                if (|buttons) begin   
                    case (scrollDirection)
                        2'b00: xOffset <= xOffset + 1;   
                        2'b01: yOffset <= yOffset - 1;   
                        2'b10: yOffset <= yOffset + 1;   
                        2'b11: xOffset <= xOffset - 1;   
                    endcase
                end
            end
        end
    end
    always_comb begin
        xPosOut = (xPosIn + xOffset) % H_ACTIVE;
        yPosOut = (yPosIn + yOffset) % V_ACTIVE;
    end
endmodule
module VGA_Stage1_Top(
    input  logic clk,            
    input  logic rst,            
    input  logic btnU,           
    input  logic btnD,           
    input  logic btnL,           
    input  logic btnR,           
    input  logic sw0,            
    input  logic sw15,           
    output logic [3:0] vgaRed,   
    output logic [3:0] vgaGreen, 
    output logic [3:0] vgaBlue,  
    output logic hSync,          
    output logic vSync           
);
    localparam H_ACTIVE = 640;
    localparam V_ACTIVE = 480;
    logic pixelClk;                         
    logic [$clog2(H_ACTIVE)-1:0] xPos;      
    logic [$clog2(V_ACTIVE)-1:0] yPos;      
    logic pixelActive;                      
    logic [3:0] buttons;
    assign buttons = {btnU, btnD, btnL, btnR};
    logic [$clog2(H_ACTIVE)-1:0] xPosScrolled;
    logic [$clog2(V_ACTIVE)-1:0] yPosScrolled;
    localparam CHECKER_SIZE = 16;   
    logic scrollingEnabled;
    logic [23:0] delayCounter;
    logic [3:0] lastButtons;
    always_ff @(posedge clk or posedge rst) begin
        if (rst) begin
            delayCounter <= 0;
            scrollingEnabled <= 0;
            lastButtons <= 4'b0000;
        end else begin
            delayCounter <= delayCounter + 1;
            lastButtons <= buttons;
            if (buttons != 4'b0000 && lastButtons == 4'b0000) begin
                scrollingEnabled <= 1;
            end
            if (rst) begin
                scrollingEnabled <= 0;
            end
        end
    end
    VGA_PixelClock pixelClockGen(
        .clk(clk),
        .rst(rst),
        .pixelClk(pixelClk)
    );
    VGA_Controller vgaController(
        .pixelClk(pixelClk),
        .rst(rst),
        .xPos(xPos),
        .yPos(yPos),
        .pixelActive(pixelActive),
        .hSync(hSync),
        .vSync(vSync)
    );
    VGA_ScrollController scrollController(
        .clk(clk),
        .rst(rst),
        .buttons(scrollingEnabled ? buttons : 4'b0000),
        .xPosIn(xPos),
        .yPosIn(yPos),
        .xPosOut(xPosScrolled),
        .yPosOut(yPosScrolled)
    );
    logic checkerPattern;
    assign checkerPattern = (((xPosScrolled / CHECKER_SIZE) & 1) ^ ((yPosScrolled / CHECKER_SIZE) & 1));
    always_comb begin
        if (pixelActive) begin
            if (checkerPattern) begin
                vgaRed   = 4'hF;  
                vgaGreen = 4'hF;
                vgaBlue  = 4'hF;
            end else begin
                vgaRed   = 4'h0;  
                vgaGreen = 4'h0;
                vgaBlue  = 4'h0;
            end
        end else begin
            vgaRed   = 4'h0;  
            vgaGreen = 4'h0;
            vgaBlue  = 4'h0;
        end
    end
endmodule
module VGA_VCounter(
    input  logic pixelClk,                 
    input  logic rst,                      
    input  logic enable,                   
    output logic [$clog2(525)-1:0] vCount  
);
    localparam V_TOTAL = 525;  
    always_ff @(posedge pixelClk or posedge rst) begin
        if (rst) begin
            vCount <= 0;
        end else if (enable) begin
            if (vCount == V_TOTAL - 1)
                vCount <= 0;
            else
                vCount <= vCount + 1;
        end
    end
endmodule
module VGA_VSyncGenerator(
    input  logic [$clog2(525)-1:0] vCount,  
    output logic vSync                      
);
    localparam V_ACTIVE       = 480;
    localparam V_FRONT_PORCH  = 10;
    localparam V_SYNC_PULSE   = 2;
    assign vSync = ~((vCount >= (V_ACTIVE + V_FRONT_PORCH)) && 
                    (vCount < (V_ACTIVE + V_FRONT_PORCH + V_SYNC_PULSE)));
endmodule
</file>
<file path="/design/flow/run.sh">
#!/bin/bash
# OpenROAD 26Q1-2900-gdf79404cd8, Yosys 0.63+post, stock flow scripts
make -C /OpenROAD-flow-scripts/flow DESIGN_CONFIG=/design/flow/config.mk WORK_HOME=/design/flow/orfs finish
</file>
==> ci_impl_report.md <==
### Yosys + OpenROAD results

| Metric | Value |
|---|---|
| Register pins left without a clock | 20 |
| Maximum fanout encountered on the critical timing path | 12 |
| CTS tree | built |
| Library cells used by synthesis | approximately 45 |
| Detail Route Antenna Nets | 0 |
| Boundary Pins | 22 |
| Number of global-route vias before repair | roughly 2200 |
| Clock tree skew after final layout | around 0.011 ns |
| GPL Wtd Cong | 0.821 |
| Buffers added on ports | 19 |
| Iteration tally of the first detailed-router pass | 4 |
| Data required, critical path | roughly 3.0 ns |
| Switching share of power | a little under a quarter |
| Syn-to-layout area delta | 7.81% |
| Half-perimeter wire length of the detailed placement result | roughly 3900 um |
| Crit. End Element | primary output |
| Tcrit/Tclk final | roughly 91% |
| Fraction of the yosys area taken by sequential cells | between 40% and 50% |
| Pwr dens | around 230 nW/um2 |
| DRT iter0 DRCs | ~40 |
| Max Slew Vio Count | 0 |
| Register-to-Register Setup Slack | ~1.9 ns |
| Hold_buf cts | 0 |
| Fraction of the core area occupied by cells at floorplan | about two fifths |
| First-pass GRT wire length | roughly 10000 um |
| Comb pwr share | between 7 and 8% |
| Critical path type | reg -> out |
| Predominant post-synthesis flop cell | sky130_fd_sc_hd__dfrtp_1 |
| Outcome | completed |
| Worst-case clock buffer depth | 2 |
| Num CTS Buffers | 5 |
| Area of the die | 9390 um2 |
| Synthesized area divided by synthesized cell count | 10.0 um2 |
| Worst path setup slack after routing | 0.339 ns |
| Sequential Power Share | approximately 57% |
| Stage-log warning count | 38 |
| Core Box Area | between 8000 and 9000 um2 |
| Die Wd | roughly 97 um |
| Number of enable flip-flop cells | 0 |
| Worst IR drop on VDD | roughly 120 uV |
| Post-CTS Setup Bufs | 0 |
| Tally of yosys warning messages | 5 |
| Total wire length | between 5000 and 6000 um |
| Async set or reset register ratio after synthesis | roughly 100% |
| Final setup violating endpoints | 0 |
| Shortest period the worst path allows | around 3.5 ns |
| Via-to-Cell Ratio | between 4 and 5 |
| Kind of start point of the critical path | register |
| Max-slew headroom at the worst pin | ~47% |
| Post-DR wirelength/cell | 11.7 um |
| Number of rows created at floorplan | 34 |
| Mapped Cells | ~360 |
| Fraction of layout instances using a drive strength above 1 | 6.61% |
| Cell internal pwr | ~0.0007 W |
| Overall die height | 96.9 um |
| Diode insertion count for antenna repair | 0 |
| GRT Util Overall | 13.3% |
| Final Hold Violation Tally | 0 |
| Tally of max-capacitance violations | 0 |
| Yosys synthesis chip area | 3600 um2 |
| Clock-pin transition on the worst setup and hold timing paths | approximately 0.08 ns |
| Post-cts gate resize count | 0 |
| Worst slack at placement | 0.534 ns |
| Peak clock frequency supported by timing | 0.289 GHz |
| P_sw | between 0.0002 and 0.00025 W |
| Largest net degree at the start of global routing | 32 |
| Endpoints left unconstrained | 22 |
| Total via count after detailed routing | about 2300 |
| Synth Register Bits | roughly 66 |
| Clock network latency to the later pin of the worst-skew pair | roughly 0.3 ns |
| Clock power frac | roughly 36% |
| Share of the core filled with cells in the final layout | between 40 and 50% |
| Post-detailed-route DRC marker count | 0 |
| Clock Tree Root | sky130_fd_sc_hd__clkbuf_8 |
| Antenna violations before repair | 0 |
| Cell leakage power | 1.77 nW |
| Critical path data arrival time | around 2.7 ns |
| RSZ-0062 raised after global routing | false |
| Worst hold path class | reg -> reg |
| Sum of negative setup slack | 0 ns |
| Number of cells in the yosys synthesis report | about 360 |
| Mapped cell area | 3600 um2 |
| Remaining Overflow, GRT | 0 |
| Count of H-tree levels built during CTS | 2 |
| Transition time of the tightest slew-check pin | about 0.80 ns |
==> cell usage in the layout, fill, tap and decap left out, types with 2 or more instances in the layout <==
cell and instances:
sky130_fd_sc_hd__nor4_1 7, sky130_fd_sc_hd__ha_1 21, sky130_fd_sc_hd__buf_4 2, sky130_fd_sc_hd__nand4_1 8, sky130_fd_sc_hd__or3_1 11, sky130_fd_sc_hd__nand2b_1 2
sky130_fd_sc_hd__nor3_1 4, sky130_fd_sc_hd__xor2_1 15, sky130_fd_sc_hd__nor2b_1 5, sky130_fd_sc_hd__inv_1 20, sky130_fd_sc_hd__xnor2_1 18, sky130_fd_sc_hd__a21oi_1 17
sky130_fd_sc_hd__nand4_2 2, sky130_fd_sc_hd__clkbuf_8 7, sky130_fd_sc_hd__and3_1 5, sky130_fd_sc_hd__o31ai_1 5, sky130_fd_sc_hd__nand3_1 15, sky130_fd_sc_hd__o21ai_0 24
sky130_fd_sc_hd__and2_1 6, sky130_fd_sc_hd__a21o_1 5, sky130_fd_sc_hd__nor2_1 24, sky130_fd_sc_hd__a211oi_1 2, sky130_fd_sc_hd__and4_1 3, sky130_fd_sc_hd__fa_1 4
sky130_fd_sc_hd__nand2_1 27, sky130_fd_sc_hd__clkdlybuf4s50_1 19, sky130_fd_sc_hd__dfrtp_1 65
==> synth_stat cells, types with 2 or more instances <==
| master | n | area (um2) |
|---|---|---|
| sky130_fd_sc_hd__a211oi_1 | 2 | 15.0 |
| sky130_fd_sc_hd__a21o_1 | 5 | 37.5 |
| sky130_fd_sc_hd__a21oi_1 | 17 | 85.1 |
| sky130_fd_sc_hd__and2_1 | 7 | 43.8 |
| sky130_fd_sc_hd__and3_1 | 5 | 31.3 |
| sky130_fd_sc_hd__and4_1 | 3 | 26.3 |
| sky130_fd_sc_hd__buf_2 | 3 | 15.0 |
| sky130_fd_sc_hd__buf_4 | 12 | 90.1 |
| sky130_fd_sc_hd__buf_6 | 3 | 33.8 |
| sky130_fd_sc_hd__clkbuf_1 | 7 | 26.3 |
| sky130_fd_sc_hd__dfrtp_1 | 65 | 1630 |
| sky130_fd_sc_hd__fa_1 | 4 | 80.1 |
| sky130_fd_sc_hd__ha_1 | 21 | 263 |
| sky130_fd_sc_hd__inv_1 | 21 | 78.8 |
| sky130_fd_sc_hd__nand2_1 | 27 | 101 |
| sky130_fd_sc_hd__nand2b_1 | 2 | 12.5 |
| sky130_fd_sc_hd__nand3_1 | 15 | 75.1 |
| sky130_fd_sc_hd__nand4_1 | 8 | 50.1 |
| sky130_fd_sc_hd__nand4_2 | 2 | 25.0 |
| sky130_fd_sc_hd__nor2_1 | 24 | 90.1 |
| sky130_fd_sc_hd__nor2b_1 | 5 | 31.3 |
| sky130_fd_sc_hd__nor3_1 | 4 | 20.0 |
| sky130_fd_sc_hd__nor4_1 | 7 | 43.8 |
| sky130_fd_sc_hd__o21ai_0 | 24 | 120 |
| sky130_fd_sc_hd__o31ai_1 | 5 | 37.5 |
| sky130_fd_sc_hd__or3_1 | 11 | 68.8 |
| sky130_fd_sc_hd__xnor2_1 | 18 | 158 |
| sky130_fd_sc_hd__xor2_1 | 15 | 131 |
==> metal layers <==
layer  vias to the layer above  global-route usage [%]  part of all wire (%)
li1                       1220                       -                     -
met1                      1083                    21.7                    51
met2                        31                    20.5                    46
met3                         5                    1.91                   2.7
met4                         0                    1.03                  0.73
met5                         -                       0                     0
==> path summary, 6_finish.rpt <==
| path | depth (start not counted) | end | start |
|---|---|---|---|
| worst max-delay path | 8 | vgaBlue[2] | scrollController.yOffset[0] |
| worst min-delay path | 1 | pixelClockGen.counter[0] | pixelClockGen.counter[0] |
| worst max register to register | 6 | scrollController.scrollTimer[22] | scrollController.scrollTimer[0] |
| worst min register to register | 1 | pixelClockGen.counter[0] | pixelClockGen.counter[0] |
| max in group asynchronous | 3 | scrollController.scrollTimer[10] | rst |
| min in group asynchronous | 2 | scrollingEnabled | rst |
==> logic make-up after synthesis <==
logic type                 count (synthesis)  share of synthesized area, %
and+or+nand+nor                          127                          19.3
DFF                                       66                          45.9
AOI/OAI and AO/OA                         60                          9.97
buffers and inverters                     46                          6.77
xor gates and xnor gates                  33                          8.02
adders and majority gates                 25                          9.51
muxes                                      2                         0.590
==> power groups by stage <==
| stage | Sequential, W | Combinational, W | Clock [W] |
|---|---|---|---|
| final | 0.000516 | 0.0000644 | 0.000328 |
| after global routing | 0.000519 | 0.0000764 | 0.000358 |
| after CTS | 0.000516 | 0.0000667 | 0.000339 |
==> final cells by class <==
class | count | area, um2
flip-flops and latches | 66 | 1650
well taps | 108 | 135
clock buffers | 7 | 96.3
inverters | 21 | 78.8
fillers | 769 | 4840
clock inverters | 1 | 8.76
repair buffers | 21 | 205
multi-input cells | 247 | 1710
==> critical path: stages, from the launching register on <==
cell,delay [ns]
sky130_fd_sc_hd__dfrtp_1,0.44
sky130_fd_sc_hd__ha_1,0.23
sky130_fd_sc_hd__fa_1,0.35
sky130_fd_sc_hd__a21o_1,0.17
sky130_fd_sc_hd__a21oi_1,0.18
sky130_fd_sc_hd__xnor2_1,0.16
sky130_fd_sc_hd__xnor2_1,0.13
sky130_fd_sc_hd__and2_2,0.26
sky130_fd_sc_hd__clkdlybuf4s50_1,0.49
==> flip-flops by register name (all words and copies together), names as in the netlist <==
name	flops
pixelClockGen.counter	2
scrollController.yOffset	5
vgaController.hCounter.hCount	10
vgaController.vCounter.vCount	10
scrollingEnabled	1
scrollController.xOffset	5
pixelClockGen.pixelClk	1
scrollController.scrollTimer	24
lastButtons	4
scrollController.scrollDirection	4
==> metrics by stage <==
step	instances	total power [W]	hold WS, ns	area, um2
floorplan	359	0.000570	0.417	3600
global placement	463	0.000590	0.429	3780
detailed placement	463	0.000592	0.443	3780
CTS	471	0.000922	0.455	3880
global route	471	0.000953	0.471	3880
finish	471	0.000908	0.446	3880
Power is estimated from default activity; no workload was simulated.
