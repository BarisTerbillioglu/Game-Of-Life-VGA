==> ./design.v <==
module Game_Logic_Modular(
    input  logic clk,
    input  logic rst,
    input  logic start_update,
    input  logic simulating,
    output logic busy,
    output logic [6:0] read_x,
    output logic [5:0] read_y,
    input  logic cell_state,
    output logic [6:0] write_x,
    output logic [5:0] write_y,
    output logic write_value,
    output logic write_enable
);
    typedef enum logic [3:0] {
        IDLE,
        READ_CENTER,
        WAIT_CENTER,
        READ_NEIGHBOR,
        WAIT_NEIGHBOR,
        APPLY_RULES,
        WRITE_NEXT,
        INCREMENT_CELL
    } state_t;
    state_t state;
    logic [6:0] cell_x;
    logic [5:0] cell_y;
    logic center_cell;
    logic [3:0] live_neighbors;
    logic [2:0] neighbor_index;
    logic signed [1:0] neighbor_offset_x [0:7];
    logic signed [1:0] neighbor_offset_y [0:7];
    initial begin
        neighbor_offset_x[0] = -1; neighbor_offset_y[0] = -1;
        neighbor_offset_x[1] =  0; neighbor_offset_y[1] = -1;
        neighbor_offset_x[2] =  1; neighbor_offset_y[2] = -1;
        neighbor_offset_x[3] = -1; neighbor_offset_y[3] =  0;
        neighbor_offset_x[4] =  1; neighbor_offset_y[4] =  0;
        neighbor_offset_x[5] = -1; neighbor_offset_y[5] =  1;
        neighbor_offset_x[6] =  0; neighbor_offset_y[6] =  1;
        neighbor_offset_x[7] =  1; neighbor_offset_y[7] =  1;
    end
    always_ff @(posedge clk or posedge rst) begin
        if (rst) begin
            state <= IDLE;
            busy <= 1'b0;
            cell_x <= 7'd0;
            cell_y <= 6'd0;
            live_neighbors <= 4'd0;
            write_enable <= 1'b0;
            neighbor_index <= 3'd0;
        end else begin
            case (state)
                IDLE: begin
                    write_enable <= 1'b0;
                    if (start_update && simulating) begin
                        state <= READ_CENTER;
                        busy <= 1'b1;
                        cell_x <= 7'd0;
                        cell_y <= 6'd0;
                    end else begin
                        busy <= 1'b0;
                    end
                end
                READ_CENTER: begin
                    read_x <= cell_x;
                    read_y <= cell_y;
                    state <= WAIT_CENTER;
                    live_neighbors <= 4'd0;   
                    neighbor_index <= 3'd0;   
                end
                WAIT_CENTER: begin
                    center_cell <= cell_state;   
                    state <= READ_NEIGHBOR;
                end
                READ_NEIGHBOR: begin
                    if (neighbor_index < 8) begin
                        logic signed [7:0] nx, ny;
                        nx = $signed({1'b0, cell_x}) + $signed(neighbor_offset_x[neighbor_index]);
                        ny = $signed({1'b0, cell_y}) + $signed(neighbor_offset_y[neighbor_index]);
                        if (nx >= 0 && nx < 80 && ny >= 0 && ny < 60) begin
                            read_x <= nx[6:0];
                            read_y <= ny[5:0];
                            state <= WAIT_NEIGHBOR;
                        end else begin
                            neighbor_index <= neighbor_index + 1;
                            state <= READ_NEIGHBOR;
                        end
                    end else begin
                        state <= APPLY_RULES;
                    end
                end
                WAIT_NEIGHBOR: begin
                    if (cell_state) begin
                        live_neighbors <= live_neighbors + 1;
                    end
                    neighbor_index <= neighbor_index + 1;
                    state <= READ_NEIGHBOR;
                end
                APPLY_RULES: begin
                    if (center_cell) begin
                        if (live_neighbors < 2 || live_neighbors > 3) begin
                            write_value <= 1'b0;
                        end else begin
                            write_value <= 1'b1;
                        end
                    end else begin
                        if (live_neighbors == 3) begin
                            write_value <= 1'b1;
                        end else begin
                            write_value <= 1'b0;
                        end
                    end
                    state <= WRITE_NEXT;
                end
                WRITE_NEXT: begin
                    write_x <= cell_x;
                    write_y <= cell_y;
                    write_enable <= 1'b1;
                    state <= INCREMENT_CELL;
                end
                INCREMENT_CELL: begin
                    write_enable <= 1'b0;
                    if (cell_x == 79) begin
                        cell_x <= 7'd0;
                        if (cell_y == 59) begin
                            state <= IDLE;
                            busy <= 1'b0;
                        end else begin
                            cell_y <= cell_y + 1;
                            state <= READ_CENTER;
                        end
                    end else begin
                        cell_x <= cell_x + 1;
                        state <= READ_CENTER;
                    end
                end
                default: state <= IDLE;
            endcase
        end
    end
endmodule
==> ./run.sh <==
#!/bin/bash
# OpenROAD 26Q1-2900-gdf79404cd8, Yosys 0.63+post, stock flow scripts
make -C /OpenROAD-flow-scripts/flow DESIGN_CONFIG=/design/flow/config.mk WORK_HOME=/design/flow/orfs finish
==> ./config.mk <==
export PLATFORM = sky130hd
export DESIGN_NAME = Game_Logic_Modular
export DESIGN_NICKNAME = Game_Logic_Modular
export VERILOG_FILES = /design/flow/design.v
export SDC_FILE = /design/flow/constraint.sdc
export NUM_CORES = 4
export LEC_CHECK = 1
export CORE_AREA = 10 10 88 88
export DIE_AREA = 0 0 98 98
==> ./constraint.sdc <==
current_design Game_Logic_Modular

set clk_period 2.9
set clk_io_pct 0.2

create_clock -name clk0 -period $clk_period [get_ports {clk}]

set non_clock_inputs [all_inputs -no_clocks]
set_input_delay [expr $clk_period * $clk_io_pct] -clock clk0 $non_clock_inputs
set_output_delay [expr $clk_period * $clk_io_pct] -clock clk0 [all_outputs]
==> Slide: Implementation Results <==
Key Metrics from the Run

Worst setup path
  • Required time at the endpoint of the critical path: about 2.8 ns
  • Delay contributed by the slowest stage of the critical path: between 0.5 and 0.6 ns
  • Worst path depth: 5
  • Startpoint of the worst setup timing path: neighbor_index[0]$_DFFE_PP0P_
  • Reg-to-Reg Start: neighbor_index[0]$_DFFE_PP0P_
  • Crit path capture: read_y[0]$_SDFFCE_PN0P_
  • Highest fanout seen on the critical path: 8
  • Length in cells of the worst reg-to-reg path: 5
  • Setup slack, reg-to-reg: 0.71 ns
  • Destination of the worst register-to-register timing path: read_y[0]$_SDFFCE_PN0P_
  • Cell class contributing the biggest share of worst-path delay: AND-OR/OR-AND gates
  • Path type of the worst setup path: register to register
  • Worst path slowest cell: a211oi_1
  • Cells along the critical path: inv_1, ha_1, nand3b_4, and2_4, a211oi_1
  • Worst endpoint data arrival time: 2.07 ns
  • Worst setup EP type: register
  • Startpoint type of the worst setup path: register
  • Combined buffer and inverter count along the critical path: 1

Floorplan
  • Initial Utilization: 15.15%
  • Die span in x: 98 um
  • Placement row count: 28
  • Height of the chip: 98 um
  • Core Box Area: around 5900 um2
  • Total die size: roughly 9600 um2
  • I/O pins: 34

Clocking
  • Maximum clock path buffer count: 2
  • Insertion delay to the later sink of the worst-skew pair: about 0.24 ns
  • H-Tree Level Count: 1
  • Total clock sinks: 14
  • Resized cells post-CTS: 0
  • Worst-path clk slew: 0.06 ns
  • Hold buffers post-CTS: 0
  • CTS tree: yes
  • Total CTS buffers: 3
  • Post CTS Setup Buffer Count: 0
  • Root Buffer Master: clkbuf_8

Routing
  • Detail-routed via count per cell: between 3 and 4
  • Average routed wire per standard cell: 9.227 um
  • DR DRC count: 0
  • Number of DRC violations after detailed-routing iteration 0: 85
  • Iteration count of the initial detailed-routing pass: 4
  • Antenna violation net count after detailed routing: 0
  • Total number of vias: 569
  • Final antenna diode count: 0
  • Final wirelength: ~1.6 mm

Logic synthesis
  • Synthesized instance count: 87
  • Number of distinct library cell variants in the gate-level netlist after synthesis: 30
  • Portion of the post-synthesis area used by sequential elements: 41.42%
  • Async S/R FF share, synth: 71.43%
  • Biggest area cells: dfrtp_1, buf_4, edfxtp_1
  • Number of register bits inferred by synthesis: 14
  • Post-synthesis area per instance: 10.31 um2
  • Yosys chip area: 897.1 um2
  • Tally of yosys warning messages: 1
  • Cells in synth_stat.txt: 87
  • Cell taking the most area after synthesis: dfrtp_1
  • Leading register cell type out of synthesis: dfrtp_1
  • Dominant cell area share: 25.10%
  • Number of enable flip-flop cells: 4
  • Combined area of all synthesized cells: between 800 and 900 um2

Power
  • Maximum ir drop on the vdd rail: around 280 uV
  • Power per unit of standard cell area: 785.4 nW/um2
  • Static leakage: 0.4807 nW

Cells and area
  • Fraction of final layout cells sized beyond drive strength 1: between 10 and 15%
  • Number of fillers in the final layout: 635
  • Most used cells in the layout excluding fill and tap cells: clkdlybuf4s50_1, conb_1, dfrtp_1
  • Most common library cell in the layout ignoring fill and taps: clkdlybuf4s50_1
  • Area added between synthesis and finish: 22.04%
  • Final standard cell count with taps included and fillers excluded: around 170

Final timing
  • Worst-Margin Slew: 0.6015 ns
  • Fin. Hold Viols: 0
  • Number of max-slew violations in the final report: 0
  • Period utilization: 75.35%
  • Endpoints failing setup: 0
  • Final clock skew: 0.004680 ns
  • Timing-limited maximum frequency: around 460 MHz
  • Final worst path period need: between 2 and 2.5 ns
  • Setup repair after global routing missed its margin: false
  • Final TNS setup: 0 ns
  • Worst slew margin: between 50% and 60%

GRT
  • Number of antenna violations at the first check in global routing: 0
  • Overflow left after global routing: 0
  • Maximum number of pins on one net before global-route repair: 12
  • First-pass GRT wire length: 2.677 mm
  • Via count of the first global-routing pass: 584
  • Total routing usage reported by global routing: 3.171%

Placement
  • Count of port buffers added during placement: 18
  • Placed Cells: 168
  • HPWL Detailed: 1.281 mm
  • Routability congestion estimate: approximately 0.83

Flow run
  • Maxcap violations: 0
  • Warning total across the stage logs: 31

Worst hold path
  • Type of the most critical hold path: register to register
  • Number of stages on the worst hold path: 1

Status
  • Status: complete, no violations
==> flip-flops by register name, summed over array words and instances, names as in the netlist <==
register	count
busy	1
neighbor_index	3
read_x	2
read_y	2
state	5
write_enable	1
==> cells by family after synthesis <==
| logic type | share of synthesized area (%) |
|---|---|
| buf+inv | 23.01 |
| other cells | 0.4180 |
| simple gates | 16.04 |
| compound gates | 10.74 |
| flops | 41.42 |
| fa+ha+maj | 8.368 |
==> synthesized netlist by cell type (all sizes together), types with 2 or more instances <==
| cell | count |
|---|---|
| nor2 | 2 |
| a211oi | 5 |
| nand2 | 2 |
| nor3 | 2 |
| edfxtp | 4 |
| clkbuf | 2 |
| o21ai | 2 |
| buf | 23 |
| and3 | 2 |
| dfrtp | 9 |
| and2 | 3 |
| inv | 7 |
| nand3 | 2 |
| ha | 6 |
| a21oi | 2 |
==> cell type report <==
cell class / instances / area, um2 / share of cell area (%)
repair buffers: 18 / 180.2 / 16.46
clock buffers: 4 / 55.05 / 5.029
well taps: 75 / 93.84 / 8.571
inverters: 7 / 26.28 / 2.400
flip-flops and latches: 14 / 371.6 / 33.94
multi-input cells: 54 / 367.9 / 33.60
==> per-layer routing <==
layer | GRT usage, % | wire [um] | vias to the layer above | part of all wire [%]
li1 | - | - | 276 | -
met1 | 3.801 | 671 | 263 | 42
met2 | 4.518 | 662 | 30 | 42
met3 | 2.560 | 253 | 0 | 16
met4 | 0.2237 | 0 | 0 | 0
met5 | 0 | 0 | - | 0
==> how the worst min path moves through the flow <==
| stage | startpoint | slack (ns) | to |
|---|---|---|---|
| after global routing | state[2]$_DFF_PP0_ | 0.48 | state[6]$_DFF_PP0_ |
| after CTS | state[2]$_DFF_PP0_ | 0.44 | state[6]$_DFF_PP0_ |
| final | state[2]$_DFF_PP0_ | 0.44 | state[6]$_DFF_PP0_ |
==> metrics by stage <==
stage	util (%)	total power, mW	hold slack, ns	area (um2)	setup WS, ns
global placement	17.56	0.6725	0.4270	1040	0.7333
detailed placement	17.56	0.6753	0.4298	1040	0.6974
floorplan	-	0.5939	0.4153	945.9	0.9584
CTS	18.49	0.8688	0.4430	1095	0.6743
finish	18.49	0.8599	0.4407	1095	0.7150
global route	18.49	0.9353	0.4757	1095	0.5453
==> power breakdown <==
group	leakage [nW]	internal, mW	switching (mW)
logic	0.287	0.181	0.159
registers	0.165	0.257	0.0771
clock network	0.0288	0.120	0.0667
Power is estimated from default activity; no workload was simulated.
