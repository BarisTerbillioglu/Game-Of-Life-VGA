`./run.sh`:
```
#!/bin/bash
# OpenROAD 26Q1-2900-gdf79404cd8, Yosys 0.63+post, stock flow scripts
make -C /OpenROAD-flow-scripts/flow DESIGN_CONFIG=/design/flow/config.mk WORK_HOME=/design/flow/orfs finish
```
`./config.mk`:
```
export PLATFORM = sky130hd
export DESIGN_NAME = Grid_Memory_Modular
export DESIGN_NICKNAME = Grid_Memory_Modular
export VERILOG_FILES = /design/flow/design.v
export SDC_FILE = /design/flow/constraint.sdc
export NUM_CORES = 4
export LEC_CHECK = 1
export CORE_UTILIZATION = 40
export SYNTH_MEMORY_MAX_BITS = 65536
```
`./constraint.sdc`:
```
current_design Grid_Memory_Modular

set clk_period 177.3
set clk_io_pct 0.2

create_clock -name clk0 -period $clk_period [get_ports {clk}]

set non_clock_inputs [all_inputs -no_clocks]
set_input_delay [expr $clk_period * $clk_io_pct] -clock clk0 $non_clock_inputs
set_output_delay [expr $clk_period * $clk_io_pct] -clock clk0 [all_outputs]
```
`./design.v`:
```
module Grid_Memory_Modular(
    input  logic clk,
    input  logic rst,
    input  logic clearGrid,
    input  logic writeCell,
    input  logic [6:0] writeX,            
    input  logic [5:0] writeY,            
    input  logic [6:0] readX,             
    input  logic [5:0] readY,             
    input  logic writeValue,              
    output logic cellState                
);
    localparam WIDTH = 80;
    localparam HEIGHT = 60;
    localparam TOTAL_CELLS = WIDTH * HEIGHT;   
    localparam WORDS = 150;   
    (* RAM_STYLE="BLOCK" *) reg [31:0] memory [0:WORDS-1];
    reg clearing;
    reg [7:0] clear_addr;
    wire [12:0] write_cell_addr = writeY * WIDTH + writeX;
    wire [12:0] read_cell_addr = readY * WIDTH + readX;
    wire [7:0] write_word_addr = write_cell_addr[12:5];
    wire [4:0] write_bit_pos = write_cell_addr[4:0];
    wire [7:0] read_word_addr = read_cell_addr[12:5];
    wire [4:0] read_bit_pos = read_cell_addr[4:0];
    always @(posedge clk) begin
        if (rst) begin
            clearing <= 1'b0;
            clear_addr <= 8'd0;
            for (int i = 0; i < WORDS; i++) begin
                memory[i] <= 32'd0;
            end
        end else if (clearGrid && !clearing) begin
            clearing <= 1'b1;
            clear_addr <= 8'd0;
        end else if (clearing) begin
            memory[clear_addr] <= 32'd0;
            if (clear_addr == 8'd149) begin   
                clearing <= 1'b0;
            end else begin
                clear_addr <= clear_addr + 8'd1;
            end
        end else if (writeCell && write_cell_addr < TOTAL_CELLS) begin
            memory[write_word_addr][write_bit_pos] <= writeValue;
        end
    end
    reg [31:0] read_data;
    always @(posedge clk) begin
        if (read_cell_addr < TOTAL_CELLS) begin
            read_data <= memory[read_word_addr];
        end else begin
            read_data <= 32'd0;
        end
    end
    assign cellState = read_data[read_bit_pos];
endmodule
```
==> impl_metrics.toml <==
# yosys + openroad results
[synth]
synthTopCellsByArea = "edfxtp_1 56%, o21bai_1 13%, nor2_1 7.2%"
syn_area_um2 = 273000
edf_count = 5120
yosysTopAreaCellShare = 0.564
netlist-cell-type-count = 81
synth_cells = 25400
yosysMostFrequentCell = "nor2_1"
yosysCellCount = 25400
synth_area_leader_cell = "edfxtp_1"
top_cells_by_count = "5237 x nor2_1, 5120 x edfxtp_1, 4802 x o21bai_1, 2653 x clkbuf_1, 1780 x nand2_1"
yosys.stat.seqShare = 0.567
synth_area_per_cell_um2 = 10.7
ys_area_um2 = 273000
async_reset_ff_frac = 0
flop_cell = "edfxtp_1"
ys_ff = 5161
yosysWarnings = 1

[sta]
fin_crit_sh = 0.415
setup_viol = 0
whs_ns = 0.626
setup_ws_ns = 103.68
max-slew-margin-rel = 0.102
fin_worst_skew_ns = 0.0597
tns_ns = 0
period_minus_slack_ns = 73.63
slew_viol_final = 0
hold_violations = 0
fmax_mhz = 13.6
rsz0062_at_grt = "false"
worstMarginPinSlew_ns = 1.34

[clock_tree]
htree_levels = 6
cts.sinks = 5161
cts_buffers = 570
post-cts-setup-buffers = 0
cts_resized = 0
path_clk_slew_ns = 0.05
clkLatencyLatePin_ns = 1.16
clock-root-buffer = "clkbuf_16"
cts_buffer_depth = 4
cts_hold_buffers = 0
cts_tree = "built"

[outcome]
outcome = "finished clean"

[die]
ios = 32
initCoreUtil = 0.402
rows = 302
die_y_um = 828
chipArea_um2 = 685000
die_w_um = 828
core-area_um2 = 678000

[worst_setup_path]
crit_arrival_ns = 38.16
cp-start-kind = "primary input"
worstPathMaxFanout = 8
worst_path_max_delay_cell = "clkdlybuf4s50_1"
cp-end-kind = "primary output"
cp_slowest_stage_delay_ns = 0.58
path_cells = "clkdlybuf4s50_1 > buf_4 > mux4_2 > mux4_2 > mux2_2 > clkdlybuf4s50_1"
critPathKind = "primary input to primary output"
required_ns = 141.84

[global_route]
grt_first_pass_wirelength_mm = 1400
first_global_vias = 194000
grt_max_degree = 201
grt-ovfl-total = 0
antenna_found_initial = 64
grt_util_all_layers = 0.303

[routing]
drt_pass1_iterations = 6
drt_iter0_drc = 16600
drt-total-wl_mm = 985
vias_per_cell = 6.10
final_antenna_net_count = 0
drcViolationCount = 0
vias = 201000
wire_per_inst_um = 29.9

[pwr]
p_leak_nw = 92.4
vdd.ir_drop.worst_v = 0.0000126
p_total_mw = 3.20
power.density_nw_per_um2 = 10.7

[cells_and_area]
areaGrowthSynthToFinish_pct = 9.55
drive_above_1_share = 0.105
fin_area_um2 = 299000

[hold_path]
hold_class = "flop to flop"

[placed_design]
place_area_um2 = 281000
place.gp.congestion = 0.988
portBuffers = 31
preCtsSetupSlack_ns = 103.59
dp_hpwl_mm = 583

[flow_run]
warnings = 79
cap_violations = 0
[logic make-up (layout without fill, tap and decap cells)]
group | after synthesis | in the layout | synth area share
AND-OR/OR-AND | 6704 | 6704 | 0.183
XOR/XNOR | 21 | 21 | 0.000725
adder cells (fa/ha/maj) | 28 | 28 | 0.00139
buffers and inverters | 3604 | 2079 | 0.0528
flip-flops | 5161 | 5161 | 0.567
multiplexers | 1103 | 1103 | 0.0617
other | 0 | 99 | 0
AND/OR/NAND/NOR | 8807 | 8807 | 0.134
[layout by cell type (no fill, tap or decap), drive strengths merged, types with 233 or more instances in the layout]
cell type	count
nand3	516
a31oi	294
mux2i	619
clkinv	233
o21bai	4802
clkbuf	741
a211oi	387
nand2	1780
buf	975
edfxtp	5120
and3	393
nor3	484
mux4	460
nor2	5237
[state kept, by name, indices dropped and copies added, names as in the netlist]
signal,flops
read_data,32
clearing,1
memory,5120
clear_addr,8
[per-stage QoR]
step | std cells | util
after floorplan | 25400 | -
after global placement | 31900 | 0.415
after detailed placement | 31900 | 0.415
after CTS | 32900 | 0.440
after global routing | 32900 | 0.441
final | 33000 | 0.441
[path summary, 6_finish.rpt]
check / end / start / slack, ns / cells after the start
min: clear_addr[1] / clear_addr[1] / 0.63 / 2
max: cellState / readX[0] / 103.68 / 6
min reg2reg: clear_addr[1] / clear_addr[1] / 0.63 / 2
max reg2reg: memory[116][28] / clearing / 170.82 / 11
[metal layers]
metal,part of all wire,global-route usage
met2,0.44,0.426
met1,0.34,0.371
met4,0.062,0.149
met5,0.0013,0.00812
met3,0.16,0.195
[critical path: cells and delay by family]
kind	cells	cell delay (ns)
buffers and inverters	3	1.28
muxes	3	1.40
[final cells by class]
| type | count | area, µm² |
|---|---|---|
| fill | 60800 | 379000 |
| clock buffer | 741 | 15200 |
| sequential | 5161 | 155000 |
| tap | 8968 | 11200 |
| antenna | 99 | 248 |
| timing repair buffer | 1005 | 8070 |
| multi-input combinational | 16700 | 107000 |
| inverter | 57 | 219 |
| clock inverter | 276 | 2330 |
[report_power, final]
group | internal [mW] | leakage (nW) | total, mW | switching [mW]
Combinational | 0.196 | 30.7 | 0.666 | 0.470
Sequential | 1.38 | 53.2 | 1.39 | 0.0128
Clock | 0.630 | 8.49 | 1.14 | 0.515
Power is estimated from default activity; no workload was simulated.
